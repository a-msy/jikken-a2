--- design.v ---
module mult32(p_reset, m_clock, a, b, out, en, mult);
  input         p_reset;
  wire          p_reset;
  input         m_clock;
  wire          m_clock;
  input  [31:0] a;
  wire   [31:0] a;
  input  [31:0] b;
  wire   [31:0] b;
  output [63:0] out;
  wire   [63:0] out;
  output        en;
  wire          en;
  input         mult;
  wire          mult;
  wire          __net0;
  wire          __net1;
  wire          __net10;
  wire          __net11;
  wire          __net12;
  wire          __net13;
  wire          __net14;
  wire          __net15;
  wire          __net16;
  wire          __net17;
  wire          __net18;
  wire          __net19;
  wire          __net2;
  wire          __net20;
  wire          __net21;
  wire          __net22;
  wire          __net23;
  wire          __net24;
  wire          __net25;
  wire          __net26;
  wire          __net27;
  wire          __net28;
  wire          __net29;
  wire          __net3;
  wire          __net30;
  wire          __net31;
  wire   [63:0] __net32;
  wire          __net4;
  wire          __net5;
  wire          __net6;
  wire          __net7;
  wire          __net8;
  wire          __net9;
  assign __net0 = mult ? b[0:0] == 1'B1 ? 1'b1 : 1'b0 : 1'bx;
  assign __net1 = mult ? b[1:1] == 1'B1 ? 1'b1 : 1'b0 : 1'bx;
  assign __net10 = mult ? b[10:10] == 1'B1 ? 1'b1 : 1'b0 : 1'bx;
  assign __net11 = mult ? b[11:11] == 1'B1 ? 1'b1 : 1'b0 : 1'bx;
  assign __net12 = mult ? b[12:12] == 1'B1 ? 1'b1 : 1'b0 : 1'bx;
  assign __net13 = mult ? b[13:13] == 1'B1 ? 1'b1 : 1'b0 : 1'bx;
  assign __net14 = mult ? b[14:14] == 1'B1 ? 1'b1 : 1'b0 : 1'bx;
  assign __net15 = mult ? b[15:15] == 1'B1 ? 1'b1 : 1'b0 : 1'bx;
  assign __net16 = mult ? b[16:16] == 1'B1 ? 1'b1 : 1'b0 : 1'bx;
  assign __net17 = mult ? b[17:17] == 1'B1 ? 1'b1 : 1'b0 : 1'bx;
  assign __net18 = mult ? b[18:18] == 1'B1 ? 1'b1 : 1'b0 : 1'bx;
  assign __net19 = mult ? b[19:19] == 1'B1 ? 1'b1 : 1'b0 : 1'bx;
  assign __net2 = mult ? b[2:2] == 1'B1 ? 1'b1 : 1'b0 : 1'bx;
  assign __net20 = mult ? b[20:20] == 1'B1 ? 1'b1 : 1'b0 : 1'bx;
  assign __net21 = mult ? b[21:21] == 1'B1 ? 1'b1 : 1'b0 : 1'bx;
  assign __net22 = mult ? b[22:22] == 1'B1 ? 1'b1 : 1'b0 : 1'bx;
  assign __net23 = mult ? b[23:23] == 1'B1 ? 1'b1 : 1'b0 : 1'bx;
  assign __net24 = mult ? b[24:24] == 1'B1 ? 1'b1 : 1'b0 : 1'bx;
  assign __net25 = mult ? b[25:25] == 1'B1 ? 1'b1 : 1'b0 : 1'bx;
  assign __net26 = mult ? b[26:26] == 1'B1 ? 1'b1 : 1'b0 : 1'bx;
  assign __net27 = mult ? b[27:27] == 1'B1 ? 1'b1 : 1'b0 : 1'bx;
  assign __net28 = mult ? b[28:28] == 1'B1 ? 1'b1 : 1'b0 : 1'bx;
  assign __net29 = mult ? b[29:29] == 1'B1 ? 1'b1 : 1'b0 : 1'bx;
  assign __net3 = mult ? b[3:3] == 1'B1 ? 1'b1 : 1'b0 : 1'bx;
  assign __net30 = mult ? b[30:30] == 1'B1 ? 1'b1 : 1'b0 : 1'bx;
  assign __net31 = mult ? b[31:31] == 1'B1 ? 1'b1 : 1'b0 : 1'bx;
  assign __net32 = mult ? 
                     ((b[0:0] == 1'B1 ? 
                       {a, 32'B00000000000000000000000000000000} : 
                       64'B0000000000000000000000000000000000000000000000000000000000000000) >> 32) + ((b[1:1] == 1'B1 ? 
                       {a, 32'B00000000000000000000000000000000} : 
                       64'B0000000000000000000000000000000000000000000000000000000000000000) >> 31) + ((b[2:2] == 1'B1 ? 
                       {a, 32'B00000000000000000000000000000000} : 
                       64'B0000000000000000000000000000000000000000000000000000000000000000) >> 30) + ((b[3:3] == 1'B1 ? 
                       {a, 32'B00000000000000000000000000000000} : 
                       64'B0000000000000000000000000000000000000000000000000000000000000000) >> 29) + ((b[4:4] == 1'B1 ? 
                       {a, 32'B00000000000000000000000000000000} : 
                       64'B0000000000000000000000000000000000000000000000000000000000000000) >> 28) + ((b[5:5] == 1'B1 ? 
                       {a, 32'B00000000000000000000000000000000} : 
                       64'B0000000000000000000000000000000000000000000000000000000000000000) >> 27) + ((b[6:6] == 1'B1 ? 
                       {a, 32'B00000000000000000000000000000000} : 
                       64'B0000000000000000000000000000000000000000000000000000000000000000) >> 26) + ((b[7:7] == 1'B1 ? 
                       {a, 32'B00000000000000000000000000000000} : 
                       64'B0000000000000000000000000000000000000000000000000000000000000000) >> 25) + ((b[8:8] == 1'B1 ? 
                       {a, 32'B00000000000000000000000000000000} : 
                       64'B0000000000000000000000000000000000000000000000000000000000000000) >> 24) + ((b[9:9] == 1'B1 ? 
                       {a, 32'B00000000000000000000000000000000} : 
                       64'B0000000000000000000000000000000000000000000000000000000000000000) >> 23) + ((b[10:10] == 1'B1 ? 
                       {a, 32'B00000000000000000000000000000000} : 
                       64'B0000000000000000000000000000000000000000000000000000000000000000) >> 22) + ((b[11:11] == 1'B1 ? 
                       {a, 32'B00000000000000000000000000000000} : 
                       64'B0000000000000000000000000000000000000000000000000000000000000000) >> 21) + ((b[12:12] == 1'B1 ? 
                       {a, 32'B00000000000000000000000000000000} : 
                       64'B0000000000000000000000000000000000000000000000000000000000000000) >> 20) + ((b[13:13] == 1'B1 ? 
                       {a, 32'B00000000000000000000000000000000} : 
                       64'B0000000000000000000000000000000000000000000000000000000000000000) >> 19) + ((b[14:14] == 1'B1 ? 
                       {a, 32'B00000000000000000000000000000000} : 
                       64'B0000000000000000000000000000000000000000000000000000000000000000) >> 18) + ((b[15:15] == 1'B1 ? 
                       {a, 32'B00000000000000000000000000000000} : 
                       64'B0000000000000000000000000000000000000000000000000000000000000000) >> 17) + ((b[16:16] == 1'B1 ? 
                       {a, 32'B00000000000000000000000000000000} : 
                       64'B0000000000000000000000000000000000000000000000000000000000000000) >> 16) + ((b[17:17] == 1'B1 ? 
                       {a, 32'B00000000000000000000000000000000} : 
                       64'B0000000000000000000000000000000000000000000000000000000000000000) >> 15) + ((b[18:18] == 1'B1 ? 
                       {a, 32'B00000000000000000000000000000000} : 
                       64'B0000000000000000000000000000000000000000000000000000000000000000) >> 14) + ((b[19:19] == 1'B1 ? 
                       {a, 32'B00000000000000000000000000000000} : 
                       64'B0000000000000000000000000000000000000000000000000000000000000000) >> 13) + ((b[20:20] == 1'B1 ? 
                       {a, 32'B00000000000000000000000000000000} : 
                       64'B0000000000000000000000000000000000000000000000000000000000000000) >> 12) + ((b[21:21] == 1'B1 ? 
                       {a, 32'B00000000000000000000000000000000} : 
                       64'B0000000000000000000000000000000000000000000000000000000000000000) >> 11) + ((b[22:22] == 1'B1 ? 
                       {a, 32'B00000000000000000000000000000000} : 
                       64'B0000000000000000000000000000000000000000000000000000000000000000) >> 10) + ((b[23:23] == 1'B1 ? 
                       {a, 32'B00000000000000000000000000000000} : 
                       64'B0000000000000000000000000000000000000000000000000000000000000000) >> 9) + ((b[24:24] == 1'B1 ? 
                       {a, 32'B00000000000000000000000000000000} : 
                       64'B0000000000000000000000000000000000000000000000000000000000000000) >> 8) + ((b[25:25] == 1'B1 ? 
                       {a, 32'B00000000000000000000000000000000} : 
                       64'B0000000000000000000000000000000000000000000000000000000000000000) >> 7) + ((b[26:26] == 1'B1 ? 
                       {a, 32'B00000000000000000000000000000000} : 
                       64'B0000000000000000000000000000000000000000000000000000000000000000) >> 6) + ((b[27:27] == 1'B1 ? 
                       {a, 32'B00000000000000000000000000000000} : 
                       64'B0000000000000000000000000000000000000000000000000000000000000000) >> 5) + ((b[28:28] == 1'B1 ? 
                       {a, 32'B00000000000000000000000000000000} : 
                       64'B0000000000000000000000000000000000000000000000000000000000000000) >> 4) + ((b[29:29] == 1'B1 ? 
                       {a, 32'B00000000000000000000000000000000} : 
                       64'B0000000000000000000000000000000000000000000000000000000000000000) >> 3) + ((b[30:30] == 1'B1 ? 
                       {a, 32'B00000000000000000000000000000000} : 
                       64'B0000000000000000000000000000000000000000000000000000000000000000) >> 2) + ((b[31:31] == 1'B1 ? 
                       {a, 32'B00000000000000000000000000000000} : 
                       64'B0000000000000000000000000000000000000000000000000000000000000000) >> 1) : 
                     64'bx;
  assign __net4 = mult ? b[4:4] == 1'B1 ? 1'b1 : 1'b0 : 1'bx;
  assign __net5 = mult ? b[5:5] == 1'B1 ? 1'b1 : 1'b0 : 1'bx;
  assign __net6 = mult ? b[6:6] == 1'B1 ? 1'b1 : 1'b0 : 1'bx;
  assign __net7 = mult ? b[7:7] == 1'B1 ? 1'b1 : 1'b0 : 1'bx;
  assign __net8 = mult ? b[8:8] == 1'B1 ? 1'b1 : 1'b0 : 1'bx;
  assign __net9 = mult ? b[9:9] == 1'B1 ? 1'b1 : 1'b0 : 1'bx;
  assign out = mult ? __net32 : 64'bx;
  assign en = mult;
endmodule
--- run.sh ---
#!/bin/bash
# OpenROAD 26Q1-2900-gdf79404cd8, Yosys 0.63+post, stock flow scripts
make -C /OpenROAD-flow-scripts/flow DESIGN_CONFIG=/design/flow/config.mk WORK_HOME=/design/flow/orfs finish
--- config.mk ---
export PLATFORM = sky130hd
export DESIGN_NAME = mult32
export DESIGN_NICKNAME = mult32
export VERILOG_FILES = /design/flow/design.v
export SDC_FILE = /design/flow/constraint.sdc
export NUM_CORES = 4
export LEC_CHECK = 1
export CORE_UTILIZATION = 50
--- constraint.sdc ---
current_design mult32

set clk_period 26.8
set clk_io_pct 0.2

create_clock -name clk0 -period $clk_period

set non_clock_inputs [all_inputs -no_clocks]
set_input_delay [expr $clk_period * $clk_io_pct] -clock clk0 $non_clock_inputs
set_output_delay [expr $clk_period * $clk_io_pct] -clock clk0 [all_outputs]
==> impl_metrics.yaml <==
# flow metrics
run_status:
  status: "finished, final reports clean"
global_route:
  overflow: 0
  track_usage_pct: 28.3
  antenna_found_initial: 1
  grtUsageMet1_pct: 40.0
  grt_pass1_vias: 25949
  grtUsageMet3_pct: 9.99
  use_met2_pct: 43.8
  grt_max_degree: 33
  top_usage_layer: "met2"
  grt_pass1_wl_mm: 136
die:
  fp-utilization_pct: 50.9
  die_width_um: 256
  die_area_sq_mm: 0.0655
  coreArea_sq_mm: 0.0634
  num_rows: 92
  boundaryPins: 132
  die_h_um: 256
synthesis:
  yosysChipArea_sq_mm: 0.0323
  top_area_share_pct: 54.3
  avgSynthCellArea_sq_um: 8.78
  synth.most_common_cell: "fa_1"
  yosysCellCount: 3672
  syn_area_sq_mm: 0.0323
  yosys-top-cells-area: "fa_1 (54%), inv_1 (9.3%), ha_1 (9.2%), nand2_1 (8.6%), and2_1 (6.8%)"
  yosysTopAreaCell: "fa_1"
  common_cells: "fa_1 (875), inv_1 (800), nand2_1 (735), and2_1 (350), ha_1 (237)"
  synth_cells: 3672
  yosysUniqueCellTypes: 60
  yosysWarnings: 0
  ys_seq_share_pct: 0
flow_run:
  maxCapViolCount: 0
  warning_count: 34
layout:
  seq_cell_count: 0
  seqCellArea_sq_um: 0
  nClkBuffers: 0
  layout-drive-gt1-share_pct: 2.16
  area_growth_pct: 6.24
timing:
  fmax_mhz: 42.0
  tns_ns: 0
  rsz0062_at_grt: "false"
  worst_slew_pin_slew_ns: 0.832
  slew_viol_final: 0
  timing.final.hold_violations: 0
  setup-violations-final: 0
  finalCriticalPeriod_ns: 23.83
  slew_headroom_pct: 44.0
  holdWs_ns: 10.72
  finalCritPeriodShare_pct: 88.9
placed_design:
  place.port_buffers: 128
  gp_congestion: 0.978
  place_hpwl_mm: 62.2
clock_network:
  post_cts_buffers: 0
  cts_resized: 0
  ctsHoldBuffers: 0
detailed_routing:
  drt_iter0_drc: 778
  final_antenna_net_count: 0
  wirelength_mm: 81.1
  drc: 0
  num_vias: 23746
  first_pass_iters: 5
  wl_per_cell_um: 18.0
  diodes: 0
  routed_via_density: 5.28
hold_path:
  hp-class: "in2out"
setup_path:
  crit_required_ns: 21.44
  arrival_ns: 18.47
  crit_path_max_incr_delay_ns: 0.56
  cp_slowest_cell: "fa_1"
  cp_num_buf_inv: 11
  cp-end-kind: "primary output"
  critPathKind: "in2out"
  critPathTopFamily: "adder cells"
  cp-start-kind: "primary input"
  crit_path_frequent_cell: "fa_1"
  worstPathMaxFanout: 32
[cell usage in the layout (no fill, tap or decap), types with 14 or more instances in the layout]
cell / count
clkdlybuf4s50_1: 128
a21o_1: 41
nor2_1: 42
nand3_1: 16
xor2_1: 31
and2_1: 350
a21oi_1: 86
nand4_1: 17
a211oi_1: 14
o21ai_0: 45
xnor2_1: 48
ha_1: 237
nand2_1: 735
buf_4: 65
inv_1: 800
fa_1: 875
[path summary, 6_finish.rpt]
kind  start       to  slack, ns  depth (start not counted)
min    mult       en      10.72                          0
max    a[7]  out[63]       2.97                         44
[kinds of logic after synthesis]
kind of cell,count (synthesis),share of synthesized area (%)
AOI/OAI and AO/OA,256,5.08
muxes,2,0.0659
adders and majority gates,1112,63.5
buffers and inverters,1014,11.8
and+or+nand+nor,1209,17.4
xor gates and xnor gates,79,2.14
[stage by stage]
stage / worst slack (ns) / cell area, sq um / instances / utilization (%)
2_1_floorplan: 5.31 / 32300 / 3672 / -
3_3_place_gp: 3.01 / 34300 / 4497 / 54.0
3_5_place_dp: 2.94 / 34300 / 4497 / 54.0
4_1_cts: 2.95 / 34300 / 4497 / 54.0
5_1_grt: 2.31 / 34300 / 4497 / 54.0
6_report: 2.97 / 34300 / 4497 / 54.0
[cell type report]
class              count  area [sq um]
well taps            846          1060
repair buffers       193          1770
fillers             5521         29200
inverters            800          3000
multi-input cells   2658         28400
[routing by layer]
| layer | up-vias | wire (um) |
|---|---|---|
| met5 | - | 82 |
| met4 | 4 | 2850 |
| met3 | 115 | 7220 |
| met2 | 962 | 39400 |
| met1 | 12024 | 31600 |
| li1 | 10641 | - |
